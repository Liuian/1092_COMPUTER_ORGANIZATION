## config.mk

```make
export PLATFORM = sky130hd
export DESIGN_NAME = traffic_light
export DESIGN_NICKNAME = traffic_light
export VERILOG_FILES = /design/flow/design.v
export SDC_FILE = /design/flow/constraint.sdc
export NUM_CORES = 4
export LEC_CHECK = 1
export CORE_AREA = 10 10 82 82
export DIE_AREA = 0 0 92 92
```

## constraint.sdc

```tcl
current_design traffic_light

set clk_period 1.9
set clk_io_pct 0.2

create_clock -name clk0 -period $clk_period [get_ports {clk}]

set non_clock_inputs [all_inputs -no_clocks]
set_input_delay [expr $clk_period * $clk_io_pct] -clock clk0 $non_clock_inputs
set_output_delay [expr $clk_period * $clk_io_pct] -clock clk0 [all_outputs]
```

## design.v

```verilog
module traffic_light (
    input  clk,
    input  rst,
    input  pass,
    output R, 
    output G,
    output Y
);
	wire [11:0]clock_counter;
	Traffic_control Traffic_control( 
		.clk(clk),
		.rst(rst),
		.pass(pass),
		.clock_counter(clock_counter),
		.R(R),
		.G(G),
		.Y(Y)
	);
	Datapath Datapath(
		.clk(clk),
		.rst(rst),
		.pass(pass),
		.clock_counter(clock_counter)
	);
endmodule
module Traffic_control(
	input pass,
	input rst,
	input clk,
	input [11:0]clock_counter,
	output reg R = 1'b0,
	output reg G = 1'b1,
	output reg Y = 1'b0
);
	reg [1:0] current_state = 2'b01;
	reg [1:0] next_state = 2'b00;
	parameter[1:0] red_light = 2'b00, green_light = 2'b01, yellow_light = 2'b10, none_light = 2'b11;
	always @(posedge clk or posedge rst)
	begin
		if(rst)                                      
			current_state = green_light;
		else if(pass == 1 && clock_counter > 1023)   
			current_state = green_light;
		else if(clock_counter == 0)
			current_state = green_light;
		else
			current_state = next_state;
	end
	always @(clock_counter)                        
	begin
		if(clock_counter < 1023)
			next_state = green_light;
		else if(clock_counter >= 1023 && clock_counter < 1151)
			next_state = none_light;
		else if(clock_counter >= 1151 && clock_counter < 1279)
			next_state = green_light;
		else if(clock_counter >= 1279 && clock_counter < 1407)
			next_state = none_light;
		else if(clock_counter >= 1407 && clock_counter < 1535)
			next_state = green_light;
		else if(clock_counter >= 1535 && clock_counter < 2047)
			next_state = yellow_light;
		else if(clock_counter >= 2047 && clock_counter < 3071)
			next_state = red_light;
		else
			next_state = green_light;
	end
	always @(clock_counter) 
	begin
		case(current_state)
			red_light:
			begin
				R = 1'b1;
				G = 1'b0;
				Y = 1'b0; 
			end
			green_light:
			begin
				R = 1'b0;
				G = 1'b1;
				Y = 1'b0; 
			end
			yellow_light:
			begin
				R = 1'b0;
				G = 1'b0;
				Y = 1'b1; 
			end
			none_light:
			begin
				R = 1'b0;
				G = 1'b0;
				Y = 1'b0; 
			end
		endcase
	end
endmodule
module Datapath(
	input clk,
	input rst,
	input pass,
	output reg [11:0]clock_counter = 0
);
	always @(posedge clk or posedge rst)
	begin
		if(rst)
			clock_counter = 0;
		else
		begin 
			if(clock_counter == 3071)
				clock_counter = 0;
			else
			begin 
				if(pass == 1 && clock_counter > 1023)
					clock_counter = 0;
				else 
					clock_counter = clock_counter + 1;
			end
		end
	end
endmodule
```

## run.sh

```bash
#!/bin/bash
# OpenROAD 26Q1-2900-gdf79404cd8, Yosys 0.63+post, stock flow scripts
make -C /OpenROAD-flow-scripts/flow DESIGN_CONFIG=/design/flow/config.mk WORK_HOME=/design/flow/orfs finish
```

==> flow report <==
FINAL LAYOUT
-------------------------------------------------------------------------------------
MI comb area                                                               376.6 um^2
Final Util                                                                     18.66%
Area occupied by registers                                                 351.6 um^2
Share of layout cells above drive strength 1                                   10.34%
Non-filler cells, final                                                           157
Syn-to-layout area delta                                                       23.69%
Fill cell total of the finished layout                                            590
Final std cell area, no fill                                               947.2 um^2

FINAL TIMING
-------------------------------------------------------------------------------------
Number of failing hold endpoints at the final stage                                 0
Total Negative Setup Slacks                                                      0 ns
Time the worst path needs with I/O delays and setup                          1.745 ns
Worst-case setup margin in the final layout                                 0.1555 ns
Max-slew headroom at the worst pin                                             64.17%
Count of final max-slew check failures                                              0
Slew of the pin with the lowest slew margin                                 0.5369 ns
RSZ-0062 raised after global routing                                            false
Final cycle utilization of the critical path                                   91.82%
Final setup vio count                                                               0
Maximum achievable frequency                                               0.5732 GHz
Fin Clk Skew                                                             0.0004051 ns
Worst slack on hold paths                                                   0.4791 ns

SETUP PATH
-------------------------------------------------------------------------------------
Largest fanout on the critical path                                                 3
Startpoint Class                                                            flip-flop
Startpoint of the worst setup timing path                                Traffic_control.current_state[0]$_DFF_PP1_
Kind of critical path                                                      reg -> out
Launch point of the worst reg-to-reg path                                Datapath.clock_counter[0]$_DFF_PP0_
Crit path capture type                                                   primary output
Crit path arrival time                                                        1.36 ns
Critical Path RT                                                              1.52 ns

CLOCK NETWORK
-------------------------------------------------------------------------------------
Num Clock Sinks                                                                    14
Total number of H-tree levels                                                       1
Cts repair resizes                                                                  0
CTS Buffer Depth                                                                    2
Number of buffers added to fix hold violations after cts                            0
Clock-pin slew of the registers on the worst-case setup and hold paths        0.06 ns
Clock tree root buffer cell                                              sky130_fd_sc_hd__clkbuf_8
Clock latency on the worst-skew pair                                          0.24 ns
TritonCTS buffer count                                                              3
Post-CTS Setup Repair Bufs                                                          0
TritonCTS clock tree                                                            built

FLOORPLAN
-------------------------------------------------------------------------------------
Core Density at Floorplan                                                      15.09%
Core region area                                                         0.005075 mm^2
Overall die height                                                              92 um
Total number of placement rows                                                     26
Total die area                                                           0.008464 mm^2
Top Ports                                                                           6
Die W                                                                           92 um

GLOBAL ROUTE
-------------------------------------------------------------------------------------
Number of global-route vias before repair                                         543
Total GRT Usage                                                                3.456%
Antenna violations before repair                                                    0
Global-route wire length before repair                                        2484 um
Maximum number of pins on one net before global-route repair                       15
Remaining global-route overflow                                                     0

YOSYS
-------------------------------------------------------------------------------------
Post-Synthesis Cell Area                                                   765.7 um^2
Top comb family, area                                                    simple AND/OR/NAND/NOR gates
Syn Area/Cell                                                              9.693 um^2
Yosys warns                                                                         2
Simple-Gate Area Share                                                         27.94%
Area share of the largest cell type after synthesis                            42.48%
Sequential-to-total area share from yosys stat                                 45.92%
Cell variety after synth                                                           24
Adder-cell area share of the yosys netlist                                     3.268%
Gate count of the mapped netlist                                                   79
Biggest area contributors in the synthesized netlist                     sky130_fd_sc_hd__dfrtp_1 42%, sky130_fd_sc_hd__xnor2_1 9.2%, sky130_fd_sc_hd__nor2_1 8.8%
Register bit count reported by yosys                                               14
Dominant cell type by area after synthesis                               sky130_fd_sc_hd__dfrtp_1
Area fraction in compound gates after synthesis                                6.536%
XOR-XNOR Cells, Area Fraction                                                  11.44%
Yosys stat cell total                                                              79
Total cell area reported by yosys after synthesis                          765.7 um^2
Mux cell area share after synthesis                                                0%

DETAILED ROUTING
-------------------------------------------------------------------------------------
Count of antenna-violating nets left after detailed routing                         0
Average wire per cell in the routed design                                   8.325 um
1st-iter DRT viols                                                                 19
Routed WL                                                                     1307 um
Number of inserted diodes                                                           0
Post-DR vias/cell                                                               3.433
Pre-Repair DR Iteration Count                                                       4
Total vias in the final route                                                     539
DRC viols                                                                           0

PWR
-------------------------------------------------------------------------------------
Total Power                                                                  966.8 uW
Maximum ir drop on the vdd rail                                             0.2863 mV
Power density over the cells                                             1021 mW/mm^2
Leakage Power                                                               0.3571 nW

PLACEMENT
-------------------------------------------------------------------------------------
Placed wire-length estimate                                                  969.5 um
Number of I/O port buffers                                                          5
Pre-CTS setup slack                                                         0.2481 ns
Number of instances in the placed design                                          153
Cell area reported after detailed placement                                892.1 um^2
Final Wtd Congestion                                                           0.8519

STATUS
-------------------------------------------------------------------------------------
Run status                                                               complete, no violations

RUN
-------------------------------------------------------------------------------------
Number of warnings the tools reported                                              27
Max Cap Viol                                                                        0

MIN PATH
-------------------------------------------------------------------------------------
Class of the tightest hold or removal check                               in -> async

-- synth_stat cells, drive strengths merged --
cell and count:
nor2 18, dfrtp 13, xnor2 8, inv 7, nand3 4, nor3 4
nand2 3, nor2b 3, ha 2, nand4 2, nor4 2, o21ai 2
xor2 2, a211oi 1, and2 1, buf 1, dfstp 1, nand3b 1
o221a 1, o22a 1, o41a 1, or4 1
-- metal layers --
layer  up-vias  global-route usage [%]  routed length [um]
met5         -                       0                   0
met4         0                  0.2571                   0
met2         8                   5.059                 576
li1        280                       -                   -
met1       251                   4.584                 629
met3         0                   1.895                 102
-- critical path, stage by stage (launching register included) --
cell and delay, ns:
sky130_fd_sc_hd__dfstp_2 0.53, sky130_fd_sc_hd__nor2b_1 0.12, sky130_fd_sc_hd__clkdlybuf4s50_1 0.47
-- kinds of logic after synthesis --
logic type	Yosys count
flops	14
xor+xnor	10
compound gates	6
fa+ha+maj	2
buf+inv	8
simple gates	39
-- path summary, 6_finish.rpt --
kind                       cells past startpoint                                          to  slack [ns]
hold reg to reg                                1         Datapath.clock_counter[0]$_DFF_PP0_        0.50
setup reg to reg                               5         Datapath.clock_counter[9]$_DFF_PP0_        0.26
setup / recovery                               2                                           G        0.16
hold / removal                                 2         Datapath.clock_counter[1]$_DFF_PP0_        0.48
max in group asynchronous                      2  Traffic_control.current_state[0]$_DFF_PP1_        1.06
min in group clk0                              1         Datapath.clock_counter[0]$_DFF_PP0_        0.50
-- sequential cells by signal, summed over array words and instances, names as in the netlist --
register and count:
Datapath.clock_counter 12, Traffic_control.current_state 2
-- area by class of cell --
class,instances,share of cell area [%]
multi-input cells,57,39.76
flip-flops and latches,14,37.12
well taps,70,9.247
repair buffers,5,5.284
clock buffers,4,5.812
inverters,7,2.774
-- power by group --
group | switching [mW] | internal (mW) | total [mW]
logic | 0.101 | 0.0978 | 0.199
registers | 0.105 | 0.375 | 0.479
clock network | 0.105 | 0.183 | 0.289
-- placed cells by master (no fill, tap or decap), types with 2 or more instances in the layout --
cell / synthesis / final
sky130_fd_sc_hd__nor2b_1: 3 / 3
sky130_fd_sc_hd__clkbuf_8: 0 / 4
sky130_fd_sc_hd__ha_1: 2 / 2
sky130_fd_sc_hd__nand2_1: 3 / 3
sky130_fd_sc_hd__clkdlybuf4s50_1: 0 / 5
sky130_fd_sc_hd__nor2_1: 18 / 18
sky130_fd_sc_hd__xnor2_1: 8 / 8
sky130_fd_sc_hd__dfrtp_1: 13 / 13
sky130_fd_sc_hd__nor3_1: 4 / 4
sky130_fd_sc_hd__o21ai_0: 2 / 2
sky130_fd_sc_hd__xor2_1: 2 / 2
sky130_fd_sc_hd__inv_1: 7 / 7
sky130_fd_sc_hd__nand3_1: 4 / 4
Power figures rest on the tool's default switching activity, not on a simulated workload.
